## design/flow/config.mk

```make
export PLATFORM = sky130hd
export DESIGN_NAME = RF
export DESIGN_NICKNAME = RF
export VERILOG_FILES = /design/flow/design.v
export SDC_FILE = /design/flow/constraint.sdc
export NUM_CORES = 4
export LEC_CHECK = 1
export CORE_UTILIZATION = 50
```

## design/flow/constraint.sdc

```tcl
current_design RF

set clk_period 11.7
set clk_io_pct 0.2

create_clock -name clk0 -period $clk_period [get_ports {clk}]

set non_clock_inputs [all_inputs -no_clocks]
set_input_delay [expr $clk_period * $clk_io_pct] -clock clk0 $non_clock_inputs
set_output_delay [expr $clk_period * $clk_io_pct] -clock clk0 [all_outputs]
```

## design/flow/design.v

```verilog
module RF
(
input logic [4:0] ad1, ad2, ad3,
input logic regwrite, clk, rst, 
input logic [31:0] wd3,
output logic [31:0] a0, regop1, regop2
);
logic [31:0] rf [31:0];
always_ff @(posedge clk)
    if(rst) begin
        for(int j = 0; j < 32; j++)
            rf[j] <= 0;  
    end else if (regwrite) begin
        rf[ad3] <= wd3;
    end
assign regop1 = rf[ad1];
assign regop2 = rf[ad2];
assign a0 = rf[10];
endmodule
```

## design/flow/run.sh

```bash
#!/bin/bash
# OpenROAD 26Q1-2900-gdf79404cd8, Yosys 0.63+post, stock flow scripts
make -C /OpenROAD-flow-scripts/flow DESIGN_CONFIG=/design/flow/config.mk WORK_HOME=/design/flow/orfs finish
```

==> results.yml <==
# implementation run metrics
status:
  run_status: "finished, final reports clean"
die:
  die_height_um: 338
  floorplan.die_area_sq_um: 114000
  row_cnt: 122
  initial_utilization_pct: 50.7
  io-pin-count: 146
  die_width_um: 338
  core_area_sq_um: 111000
pwr:
  internal-power_w: 0.00673
  power-per-cell-area_nw_per_um2: 144
  share_seq_of_total_power_pct: 48.1
  vdd_ir_drop_max_uv: 118
  power_frac_clock_pct: 39.8
  net_switching_fraction_of_the_power_pct: 25.2
  power_leakage_nw: 24.4
  report.power.total_w: 0.00900
  power_switching_w: 0.00227
  combPwrFrac_pct: 12.1
hold_path:
  hold_path_depth: 3
  hp-start: "wd3[15]"
  worstHoldPathType: "input pin to flip-flop"
  hold-path-endpoint: "rf[10][15]"
final_timing:
  timing_hold_violations_final: 0
  maxSlewViolCount: 0
  fmax_mhz: 118
  worstMarginPinSlew_ns: 1.04
  timing.final.setup_violations: 0
  period_needed_ns: 8.48
  grt_setup_unrepaired: "no"
  fin_ws_ns: 3.22
  min_period_over_period_pct: 72.5
  timing.max_slew.rel_slack_pct: 30.5
  fin_tns_setup_ns: 0
layout:
  combGateArea_sq_um: 23400
  ff_latch_area_sq_um: 30700
  stdcell_area_sq_um: 62500
  largest_register_by_flop_count: "rf"
  finalNonFillerCells: 6196
  area_added_between_synthesis_and_finish_pct: 10.8
  largest_register_ffs: 1024
  largest_registers: "rf: 1024 flops"
  drive_above_1_share_pct: 8.40
  fillers: 8980
setup_path:
  worstSetupStartpointType: "input pin"
  worstSetupEndpointType: "output port"
  cpPeakStageDelay_ns: 0.88
  crit_arrival_ns: 6.14
  path_type_of_the_worst_setup_path: "input pin to output port"
  worst_path_most_repeated_cell: "sky130_fd_sc_hd__clkdlybuf4s50_1"
  cpMaxStageDelayCell: "sky130_fd_sc_hd__nor2b_4"
  cp.required_ns: 9.36
  critical_path_peak_fanout: 54
  critical_path_cell_by_cell: "clkdlybuf4s50_1 -> nor2b_4 -> buf_12 -> a22o_1 -> nor3_1 -> a31oi_1 -> nand3_1 -> clkdlybuf4s50_1"
placement:
  placement.io_buffers: 145
  globalplace.congestion: 0.937
  post_detail_place_hpwl_um: 110000
  placement.cell_area_sq_um: 58800
  cell_total_after_placement: 5978
  detailedPlace.worstSlack_ns: 3.44
drt:
  finalWirelength_um: 195000
  drc: 0
  routed-via-count: 38200
  drt_first_iter_violations: 2412
  antenna_left: 0
  route.detailed.wl_per_inst_um: 31.4
  mean_number_of_vias_per_cell: 6.16
  detailedRoute.firstPassIterationCount: 5
grt:
  grt_pass1_vias: 38500
  grt_start_max_net_pins: 83
  antenna_violations_before_repair: 7
  grt_pass1_wl_um: 275000
  overall_global_routing_resource_usage_pct: 37.3
  overflow: 0
cts:
  tritoncts.num_buffers: 114
  clock_tree_from_tritoncts: "built"
  clkSinkCount: 1024
  clockRootBuffer: "sky130_fd_sc_hd__clkbuf_16"
  cts_h_tree_lvls: 3
  ctsResizeCount: 0
  post_cts.repair.setup_buffers: 0
  clkTransAtPathRegs_ns: 0.06
  clk_path_buf_depth: 3
  hold_buf_cts: 0
synthesis:
  synth-warning-count: 1
  syn-cell-area_sq_um: 56400
  synth.yosys.num_cells: 4640
  numSynthFlops: 1024
  max_area_cell_share_pct: 54.6
  synth.lib_cells_used.distinct: 30
  synth_area_per_cell_sq_um: 12.1
  topCellsByArea: "sky130_fd_sc_hd__edfxtp_1 (55%), sky130_fd_sc_hd__mux2i_1 (18%), sky130_fd_sc_hd__and2_1 (11%), sky130_fd_sc_hd__a22oi_1 (2.6%), sky130_fd_sc_hd__a22o_1 (2.0%)"
  synth_chip_area_sq_um: 56400
  synthCells: 4640
  post-synth-top-area-cell: "sky130_fd_sc_hd__edfxtp_1"
  ys_seq_share_pct: 54.6
job:
  tool_warnings: 26
  cap_violations: 0
-- area by class of cell --
type	count	area share, %
Clock buffer	145	4.92
Antenna cell	7	0.0280
Multi-Input combinational cell	3168	37.5
Sequential cell	1024	49.2
Clock inverter	66	0.971
Tap cell	1488	2.98
Timing Repair Buffer	298	4.38
-- Yosys cell counts (all sizes together) --
cell type     n
nor2         36
a31oi        64
a21oi       192
nand3       194
edfxtp     1024
nor3         64
buf         186
or2          34
nor2b         5
nand2       196
clkbuf      262
a22o        128
nand3b        4
a22oi       192
mux2i      1024
and2       1026
nand2b        5
or3b          2
or3           2
-- cells by family (layout without fill, tap and decap cells) --
family | Yosys count | in the layout | synth area share (%)
compound gates | 576 | 576 | 6.96
buf+inv | 448 | 509 | 4.22
flops | 1024 | 1024 | 54.6
mux | 1024 | 1024 | 18.2
other cells | 0 | 7 | 0
simple gates | 1568 | 1568 | 16.1
-- stage by stage --
step	util [%]	hold WS [ns]
after floorplan	-	2.54
after global placement	52.8	3.16
after detailed placement	52.8	3.15
after CTS	56.1	2.54
after global routing	56.1	2.59
final	56.1	2.57
-- power by group through the flow --
stage	registers, W	logic (W)	clock network, W
global route	0.00436	0.00115	0.00374
finish	0.00433	0.00109	0.00358
CTS	0.00433	0.00108	0.00361
-- routing by layer --
layer / up-vias / routed length [um] / part of all wire, % / global-route usage (%)
met3: 470 / 25600 / 13 / 19.7
li1: 16900 / - / - / -
met5: - / 267 / 0.14 / 1.96
met2: 2143 / 87600 / 45 / 53.8
met4: 10 / 11300 / 5.8 / 16.0
met1: 18600 / 69900 / 36 / 48.9
-- cells in the final DEF, fill, tap and decap left out, drive strengths merged --
master and n:
a21oi 192, a22o 128, a22oi 192, a31oi 64, and2 1026, buf 155
bufinv 12, clkbuf 145, clkdlybuf4s50 143, clkinv 49, clkinvlp 4, diode 7
edfxtp 1024, inv 1, mux2i 1024, nand2 196, nand2b 5, nand3 194
nand3b 4, nor2 36, nor2b 5, nor3 64, or2 34, or3 2
or3b 2
-- worst max path at each step --
stage,startpoint,end,slack (ns)
4_1_cts,ad1[2],regop1[6],3.42
5_1_grt,ad1[2],regop1[12],3.19
6_report,ad1[2],regop1[17],3.22
-- worst max-delay path: cells and delay by family --
family | cells | cell delay (ns)
AND-OR/OR-AND | 2 | 0.73
AND/OR/NAND/NOR | 3 | 1.38
buffers and inverters | 3 | 1.62
Power and IR drop assume default switching activity.
