[/design/flow/design.v]
module rf #(
    parameter  A_WIDTH = 5,
                D_WIDTH = 32
) (
    input logic clk,
    input logic we3,
    input logic [A_WIDTH-1:0] ad1,
    input logic [A_WIDTH-1:0] ad2,
    input logic [A_WIDTH-1:0] ad3,
    input logic [D_WIDTH-1:0] wd3,
    output logic [D_WIDTH-1:0] a0,
    output logic [D_WIDTH-1:0] rd1,
    output logic [D_WIDTH-1:0] rd2
);
    logic [D_WIDTH-1:0] rf_array [2**A_WIDTH-1:0];
    always_comb begin
        rd1 = rf_array[ad1];
        rd2 = rf_array[ad2];
    end
    initial begin
        for (int i = 0; i < $size(rf_array); i++) begin
            rf_array[i] = 32'b0;
        end
    end
    always_ff @(posedge clk) begin
        if(we3) rf_array[ad3] <= wd3; 
    end
    assign a0 = rf_array[10];
endmodule
[/design/flow/run.sh]
#!/bin/bash
# OpenROAD 26Q1-2900-gdf79404cd8, Yosys 0.63+post, stock flow scripts
make -C /OpenROAD-flow-scripts/flow DESIGN_CONFIG=/design/flow/config.mk WORK_HOME=/design/flow/orfs finish
[/design/flow/config.mk]
export PLATFORM = sky130hd
export DESIGN_NAME = rf
export DESIGN_NICKNAME = rf
export VERILOG_FILES = /design/flow/design.v
export SDC_FILE = /design/flow/constraint.sdc
export NUM_CORES = 4
export LEC_CHECK = 1
export CORE_UTILIZATION = 40
[/design/flow/constraint.sdc]
current_design rf

set clk_period 5.1
set clk_io_pct 0.2

create_clock -name clk0 -period $clk_period [get_ports {clk}]

set non_clock_inputs [all_inputs -no_clocks]
set_input_delay [expr $clk_period * $clk_io_pct] -clock clk0 $non_clock_inputs
set_output_delay [expr $clk_period * $clk_io_pct] -clock clk0 [all_outputs]
==> flow_metrics.py <==
# Generated from Yosys and OpenROAD reports
metrics = {
    "floorplanning": {
        "die_w_um": 351,
        "num_rows": 127,
        "die_h_um": 351,
        "fp.dieArea_mm2": 0.123,
        "ioPinCount": 145,
        "initial_core_util_pct": 40.5,
        "coreArea_mm2": 0.120,
    },
    "global_route": {
        "grt_start_max_net_pins": 65,
        "grt_pass1_vias": 32300,
        "grt_antenna_before_repair": 5,
        "grt_pass1_wl_um": 220000,
        "gr-usage-all-layers_pct": 26.7,
        "overflow": 0,
    },
    "yosys": {
        "ys_cells": 3386,
        "async_flop_share_pct": 0,
        "syn-instance-count": 3386,
        "syn_avg_cell_area_um2": 14.4,
        "yosys_warnings": 1,
        "ys.flop_type": "edfxtp_1",
        "yosys_area_mm2": 0.0488,
        "synth_seq_share_pct": 63.0,
        "synth_area_mm2": 0.0488,
        "edf_count": 1024,
        "ys_types": 23,
        "ys.flops": 1024,
    },
    "worst_setup_path": {
        "critical_path_class": "input pin to output pin",
        "crit_path_start_kind": "input pin",
        "cp-end-kind": "output pin",
        "path_max_fanout": 31,
        "worstPathArrival_ns": 3.83,
        "cp.required_ns": 4.08,
    },
    "cts": {
        "cts_max_path_buffers": 3,
        "cts_buffers": 106,
        "post_cts_resized": 0,
        "htree_num_levels": 3,
        "clockRootBuffer": "clkbuf_16",
        "cts_tree": "done",
        "cts_hold_buf": 0,
        "post-cts-setup-buffers": 0,
        "clk_pin_slew_ns": 0.06,
        "clkSinkCount": 1024,
    },
    "final_timing": {
        "setup_viol": 0,
        "final.min_clock_period_ns": 4.85,
        "drv_slew": 0,
        "setup_ws_ns": 0.254,
        "clock.fmax_mhz": 206,
        "whs_ns": 1.18,
        "rsz0062_at_grt": "no",
        "hold_viol": 0,
        "fin_crit_sh_pct": 95.0,
        "worst_slew_pin_slew_ns": 0.867,
        "timing.setup.tns_ns": 0,
        "slew_headroom_pct": 42.1,
    },
    "placed_design": {
        "dp_worst_setup_slack_ns": 0.206,
        "gp_congestion": 0.874,
        "dpl.hpwl_um": 89900,
        "portBuffers": 144,
    },
    "min_path": {
        "worst_hold_path_type": "input pin to flop",
        "hold_start": "wd3[30]",
        "whs_path_depth": 2,
        "hold_path_end": "rf_array[27][30]$_DFFE_PP_",
    },
    "final_layout": {
        "top_register": "rf_array",
        "largest_reg_flops": 1024,
        "final_core_util_pct": 47.1,
        "fill_cells": 10300,
        "area_growth_pct": 16.2,
        "largestRegisters": "rf_array: 1024 flops",
        "drive_above_1_share_pct": 10.7,
    },
    "outcome": {
        "status": "completed",
    },
    "drt": {
        "dr.pass1.iters": 7,
        "wl_per_cell_um": 29.1,
        "ant_nets": 0,
        "antenna_cells": 0,
        "via_count": 31200,
        "drt_iter0_markers": 2198,
        "remaining_drc_errors": 0,
        "post_drt_via_cell_ratio": 5.91,
        "wl_um": 153000,
    },
    "flow_run": {
        "tool_warnings": 26,
        "cap_violations": 0,
    },
    "power": {
        "power_mw": 18.7,
        "power_density_mw_per_mm2": 331,
        "p_leak_nw": 20.8,
        "vdd_drop_max_uv": 262,
    },
}
[cell type report]
type	count	area, um^2	share of cell area (%)
Clock inverter	61	543	0.958
Timing Repair Buffer	342	3800	6.71
Multi-Input combinational cell	2109	16800	29.6
Sequential cell	1024	30700	54.2
Clock buffer	133	2800	4.93
Tap cell	1612	2020	3.56
[per-layer routing]
metal / share of wire (%) / global-route usage (%) / up-vias
li1: - / - / 13800
met1: 37 / 35.1 / 15400
met2: 45 / 38.8 / 1737
met3: 14 / 16.0 / 303
met4: 3.7 / 7.72 / 10
met5: 0.055 / 0.235 / -
[kinds of logic (layout without fill, tap and decap cells)]
kind of cell | Yosys count | count (layout) | share of synthesized area (%)
buf+inv | 253 | 536 | 3.21
flops | 1024 | 1024 | 63.0
simple gates | 509 | 509 | 4.71
compound gates | 576 | 576 | 8.04
mux | 1024 | 1024 | 21.0
[worst max-delay path by stage]
stage                 slack (ns)    from       to
final                       0.25  ad2[2]  rd2[31]
after global routing        0.13  ad2[2]  rd2[31]
after CTS                   0.21  ad2[2]  rd2[31]
[synthesized netlist by cell type, types with 5 or more instances]
cell / number / area share (%)
edfxtp_1: 1024 / 63
nand3b_1: 5 / 0.077
buf_2: 70 / 0.72
a21oi_1: 192 / 2.0
a22o_1: 128 / 2.3
clkbuf_1: 83 / 0.64
mux2i_1: 1024 / 21
buf_4: 47 / 0.72
nor3_1: 64 / 0.66
a22oi_1: 192 / 3.0
nor2_1: 35 / 0.27
buf_6: 45 / 1.0
a31oi_1: 64 / 0.82
nand2_1: 195 / 1.5
nand3_1: 194 / 2.0
[through the flow]
step	area, um^2	std cells
4_1_cts	56700	5281
6_report	56700	5281
3_3_place_gp	53300	5087
2_1_floorplan	48800	3386
5_1_grt	56700	5281
3_5_place_dp	53300	5087
[report_power, final]
part	internal, mW	switching [mW]
Sequential	9.36	0.0418
Combinational	0.722	1.09
Clock	4.36	3.17
Total	14.4	4.29
[critical path: stages]
cell             delay, ns
clkdlybuf4s50_1       0.66
nor2b_4               0.23
buf_12                0.26
buf_4                 0.35
a22o_1                0.20
nor3_1                0.05
a31oi_1               0.32
nand3_1               0.23
clkdlybuf4s50_1       0.47
[cells in the final DEF (no fill, tap or decap)]
cell / instances
nor2b_4: 4
clkbuf_16: 108
clkinv_8: 1
a31oi_1: 64
clkinv_2: 18
mux2i_1: 1024
or3_1: 1
nor3_1: 64
buf_4: 129
inv_6: 1
a22o_1: 128
or3b_2: 3
or2_2: 2
nand2b_2: 4
a22oi_1: 192
nand3b_1: 5
nor2_4: 34
bufinv_16: 10
clkdlybuf4s50_1: 142
nand2_2: 2
clkinvlp_4: 3
a21oi_1: 192
and2_4: 2
clkbuf_1: 25
edfxtp_1: 1024
nand3_1: 194
nor2_1: 1
buf_12: 69
nand2_1: 193
buf_8: 2
clkinv_1: 28
Power and IR drop assume default switching activity.
