--- ./run.sh ---
#!/bin/bash
# OpenROAD 26Q1-2900-gdf79404cd8, Yosys 0.63+post, stock flow scripts
make -C /OpenROAD-flow-scripts/flow DESIGN_CONFIG=/design/flow/config.mk WORK_HOME=/design/flow/orfs finish
--- ./config.mk ---
export PLATFORM = sky130hd
export DESIGN_NAME = yi
export DESIGN_NICKNAME = yi
export VERILOG_FILES = /design/flow/design.v
export SDC_FILE = /design/flow/constraint.sdc
export NUM_CORES = 4
export LEC_CHECK = 1
export CORE_UTILIZATION = 30
--- ./constraint.sdc ---
current_design yi

set clk_period 11.2
set clk_io_pct 0.2

create_clock -name clk0 -period $clk_period [get_ports {clk}]

set non_clock_inputs [all_inputs -no_clocks]
set_input_delay [expr $clk_period * $clk_io_pct] -clock clk0 $non_clock_inputs
set_output_delay [expr $clk_period * $clk_io_pct] -clock clk0 [all_outputs]
--- ./design.v ---
module addconstant#(
    parameter WIDTH = 32,
    parameter constant = 4
)(
    input logic [WIDTH-1:0] in,      
    output logic [WIDTH-1:0] out  
);
always_comb begin
    out = in + constant;
end
endmodule
module adder#(
    parameter WIDTH = 32
)(
    input logic [WIDTH-1:0] a,      
    input logic [WIDTH-1:0] b,      
    output logic [WIDTH-1:0] sum    
);
always_comb begin
    sum = a + b;
end
endmodule
module mux#(
    parameter WIDTH = 32
)(
    input logic             sel,   
    input logic [WIDTH-1:0] in_0,      
    input logic [WIDTH-1:0] in_1,        
    output logic [WIDTH-1:0] out
);
always_comb begin
    out = (sel ? in_1 : in_0) ;
end
endmodule
module register#(
    parameter WIDTH = 32
)(
    input logic             clk,   
    input logic             rst,   
    input logic [WIDTH-1:0] in,      
    output logic [WIDTH-1:0] out
);
always_ff @(posedge clk) begin
    if(rst) out <= {WIDTH{1'b0}};
    else out <= in;
end
endmodule
module yi #(
  parameter WIDTH = 32
)(
  input  logic clk,
  input  logic rst,
  input  logic pcsrc,
  input  logic [WIDTH-1:0] immop,
  output logic [WIDTH-1:0] pc
);
wire [WIDTH-1:0] branch_pc;  
wire [WIDTH-1:0] inc_pc;     
wire [WIDTH-1:0] next_pc;    
adder adder (
  .a(pc),
  .b(immop),
  .sum(branch_pc)
);
addconstant addconstant(
  .in(pc),
  .out(inc_pc)
);
mux mux(
  .in_1(branch_pc),
  .in_0(inc_pc),
  .sel(pcsrc),
  .out(next_pc)
);
register pcreg(
  .clk(clk),
  .rst(rst),
  .in(next_pc),
  .out(pc)
);
endmodule
==> results.py <==
# Generated from Yosys and OpenROAD reports
metrics = {
    "die": {
        "fp_util_pct": 30.9,
        "die_y_um": 108,
        "die_area_um2": 11600,
        "fp.dieW_um": 108,
        "core_um2": 10900,
        "ios": 67,
        "num_rows": 38,
    },
    "sta": {
        "setup_viol": 0,
        "finalSetupTns_ns": 0,
        "timing.hold.ws_ns": 0.526,
        "drv_slew": 0,
        "fmax_mhz": 205,
        "finalHoldViolations": 0,
        "tightestPinTransition_ns": 0.688,
        "rsz0062_at_grt": "false",
        "post-route-min-period_ns": 4.88,
        "relSlewSlack_pct": 53.5,
        "fin_crit_sh_pct": 43.6,
        "clock_skew_ns": 0.00953,
    },
    "clock_network": {
        "path_clk_slew_ns": 0.07,
        "clk_latency_ns": 0.29,
        "postCtsSetupBuffers": 0,
        "cts_inserted_buffers": 5,
        "cts_buffer_depth": 2,
        "hold_buffers": 0,
        "cts.sinks": 32,
        "cts_tree": "done",
        "cts_root_buf": "clkbuf_8",
        "htree_levels": 2,
        "ctsResizeCount": 0,
    },
    "place": {
        "globalplace.congestion": 0.904,
        "placed_cells": 633,
        "portBuffers": 66,
        "dp_hpwl_um": 7190,
        "place_area_um2": 4150,
    },
    "setup_path": {
        "critical_path_class": "in -> reg",
        "rr_startpoint": "pcreg.out[6]",
        "end_kind": "register",
        "worstPathArrival_ns": 5.03,
        "crit_fanout": 6,
        "worst_setup_path_start_kind": "primary input",
        "cp.required_ns": 11.35,
        "r2r_slack_ns": 8.34,
        "rr_worst_depth": 9,
        "r2r-end": "pcreg.out[25]",
    },
    "synthesis": {
        "synth_cells": 442,
        "synthDistinctLibCells": 58,
        "top_cell": "nor2_1",
        "syn_area_um2": 3360,
        "synth_seq_share_pct": 19.1,
        "top_cells_by_area": "dfxtp_1 (19%), ha_1 (12%), nor2_1 (6.3%)",
        "edf_count": 0,
        "yosysTopAreaCell": "dfxtp_1",
        "ys_area_um2": 3360,
        "synth_flop_count": 32,
        "top_area_share_pct": 19.1,
        "ff_type": "dfxtp_1",
        "synth.avg_cell_area_um2": 7.60,
        "yosys_cells": 442,
        "synthTopCellsByCount": "nor2_1 (56), dfxtp_1 (32), ha_1 (32)",
        "synthArstFlopShare_pct": 0,
        "ys_warn_count": 4,
    },
    "power": {
        "power.internal_uw": 293,
        "swShare_pct": 38.2,
        "clkPwrFrac_pct": 20.5,
        "netSwitchingPower_uw": 181,
        "pwr-share-comb_pct": 47.7,
        "p_seq_share_pct": 31.8,
        "p_leak_uw": 0.00183,
        "ir_drop_v": 0.0000497,
        "powerDensity_nw_per_um2": 112,
    },
    "route": {
        "diodes": 0,
        "drc_errors": 0,
        "drt-initial-drc-count": 259,
        "ant_nets": 0,
        "vias_per_cell": 5.30,
        "wl_per_cell_um": 14.7,
        "wl_met2_um": 4220,
        "drt-met1-wl_um": 4770,
        "dr.pass1.iters": 5,
        "wl_um": 9430,
        "routed-wl-met3_um": 351,
        "vias": 3400,
        "top_layer": "met4",
    },
    "global_route": {
        "grt_max_degree": 60,
        "grt-ovfl-total": 0,
        "groute.usage.overall_pct": 16.9,
        "grt_pass1_vias": 3178,
        "grt_pass1_wl_um": 15500,
        "antenna_found_initial": 0,
    },
    "finish": {
        "drive_gt1_share_pct": 4.79,
        "top_regs": "pcreg.out (32)",
        "n_fill_cell": 1128,
        "regMostFlops": "pcreg.out",
        "syn2layout_area_growth_pct": 26.1,
        "fin_cells": 641,
        "largest_register_ffs": 32,
        "final_cell_area_um2": 4240,
    },
    "hold_path": {
        "hold_path_depth": 2,
        "hold_path_end": "pcreg.out[0]",
        "hold_class": "reg -> reg",
        "min_from": "pcreg.out[0]",
    },
    "flow_run": {
        "drv_cap": 0,
        "tool_warnings": 25,
    },
    "outcome": {
        "status": "complete, no violations",
    },
}
## cell type report
| cell class | count | area, µm² | share of cell area (%) |
|---|---|---|---|
| clock buffers | 6 | 82.6 | 1.95 |
| clock inverters | 2 | 10.0 | 0.236 |
| inverters | 13 | 48.8 | 1.15 |
| multi-input cells | 379 | 2600 | 61.4 |
| flip-flops and latches | 32 | 641 | 15.1 |
| well taps | 140 | 175 | 4.13 |
| repair buffers | 69 | 678 | 16.0 |
## how the worst max path moves through the flow
stage	start	endpoint	slack, ns	depth (start not counted)
after CTS	immop[6]	pcreg.out[25]	6.31	10
after global routing	immop[0]	pcreg.out[24]	6.12	12
final	immop[6]	pcreg.out[25]	6.32	10
## metal layers
metal / up-vias / global-route usage, %
li1: 1765 / -
met1: 1565 / 25.0
met2: 64 / 27.5
met3: 6 / 1.98
met4: 0 / 1.57
met5: - / 0
## metrics by stage
step	setup WS, ns	utilization [%]	power [µW]
2_1_floorplan	6.63	-	299
3_3_place_gp	6.06	38.1	378
3_5_place_dp	6.02	38.1	377
4_1_cts	6.31	38.9	478
5_1_grt	6.12	38.9	512
6_report	6.32	38.9	474
## power by group through the flow
stage | clock network, µW | logic (µW) | registers (µW)
global route | 105 | 253 | 154
finish | 97.4 | 226 | 151
CTS | 101 | 226 | 151
## cell usage in the layout (no fill, tap or decap), drive strengths merged, types with 2 or more instances in the layout
cell            n
clkdlybuf4s50  65
nor2           56
ha             32
dfxtp          32
a21oi          26
a21o           25
nand2          24
xnor2          24
nand3          24
xor2           22
a211oi         20
o21ai          14
inv            13
and3           12
a31oi          10
nor3            8
and2            7
o21bai          6
nand4           6
clkbuf          6
nand2b          5
or3             5
or2             5
nor2b           4
a221o           4
buf             4
a2111oi         4
mux2i           3
o31ai           3
o311ai          3
o21a            2
and4            2
o2111ai         2
nor4            2
clkinv          2
or4             2
## critical path: stages
cell and delay [ns]:
clkdlybuf4s50_1 0.41, ha_1 0.36, a21o_1 0.21, a221o_1 0.37, nand3_2 0.10, nand3_2 0.10, a221o_1 0.33, a221o_1 0.38
a2111oi_0 0.44, a2111oi_1 0.10
## kinds of logic (layout without fill, tap and decap cells)
group | Yosys count | in the layout | share of synthesized area, %
simple gates | 168 | 168 | 25.2
compound gates | 129 | 129 | 26.9
xor+xnor | 46 | 46 | 12.0
fa+ha+maj | 33 | 33 | 12.5
flops | 32 | 32 | 19.1
buf+inv | 31 | 90 | 3.46
mux | 3 | 3 | 0.894
No activity file was given, so power comes from the tool's default toggle rates.
